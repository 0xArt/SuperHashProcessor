==> config.mk <==
export PLATFORM = sky130hd
export DESIGN_NAME = super_hash_processor
export DESIGN_NICKNAME = super_hash_processor
export VERILOG_FILES = /design/flow/design.v
export SDC_FILE = /design/flow/constraint.sdc
export NUM_CORES = 4
export LEC_CHECK = 1
export CORE_UTILIZATION = 50
export SYNTH_HDL_FRONTEND = slang
==> constraint.sdc <==
current_design super_hash_processor

set clk_period 60.7
set clk_io_pct 0.2

create_clock -name clk0 -period $clk_period [get_ports {clk}]

set non_clock_inputs [all_inputs -no_clocks]
set_input_delay [expr $clk_period * $clk_io_pct] -clock clk0 $non_clock_inputs
set_output_delay [expr $clk_period * $clk_io_pct] -clock clk0 [all_outputs]
==> design.v <==
module super_hash_processor(input logic clk, reset_n, start,
input logic [1:0] opcode,
input logic [31:0] message_addr, size, output_addr,
output logic done, mem_clk, mem_we,
output logic [15:0] mem_addr,
output logic [31:0] mem_write_data,
input logic [31:0] mem_read_data);
enum logic [3:0] {SETUP=4'b0000, IDLE=4'b0001, READ=4'b0010, PAD=4'b0011, HASH=4'b0100, POST_HASH=4'b0101, OUTPUT=4'b0110, DONE=4'b1110} state;
logic [31:0] counter;
logic [31:0] current_block;
logic [31:0] limit;
logic [31:0] registers;
logic [31:0] w[0:15];
logic [31:0] a, b, c, d, e, f, fsha1, g, h, k, temp;
logic [31:0] h0, h1, h2, h3, h4, h5, h6, h7;
logic [31:0] a1, b1, c1, d1, e1;
assign mem_clk = clk;
function logic [31:0] rightrotate(input logic [31:0] x,
                                  input logic [7:0] r);
	begin
		 rightrotate = (x >> r) | (x << (32-r));
	end
endfunction
parameter int sha256_k[0:63] = '{
   32'h428a2f98, 32'h71374491, 32'hb5c0fbcf, 32'he9b5dba5, 32'h3956c25b, 32'h59f111f1, 32'h923f82a4, 32'hab1c5ed5,
   32'hd807aa98, 32'h12835b01, 32'h243185be, 32'h550c7dc3, 32'h72be5d74, 32'h80deb1fe, 32'h9bdc06a7, 32'hc19bf174,
   32'he49b69c1, 32'hefbe4786, 32'h0fc19dc6, 32'h240ca1cc, 32'h2de92c6f, 32'h4a7484aa, 32'h5cb0a9dc, 32'h76f988da,
   32'h983e5152, 32'ha831c66d, 32'hb00327c8, 32'hbf597fc7, 32'hc6e00bf3, 32'hd5a79147, 32'h06ca6351, 32'h14292967,
   32'h27b70a85, 32'h2e1b2138, 32'h4d2c6dfc, 32'h53380d13, 32'h650a7354, 32'h766a0abb, 32'h81c2c92e, 32'h92722c85,
   32'ha2bfe8a1, 32'ha81a664b, 32'hc24b8b70, 32'hc76c51a3, 32'hd192e819, 32'hd6990624, 32'hf40e3585, 32'h106aa070,
   32'h19a4c116, 32'h1e376c08, 32'h2748774c, 32'h34b0bcb5, 32'h391c0cb3, 32'h4ed8aa4a, 32'h5b9cca4f, 32'h682e6ff3,
   32'h748f82ee, 32'h78a5636f, 32'h84c87814, 32'h8cc70208, 32'h90befffa, 32'ha4506ceb, 32'hbef9a3f7, 32'hc67178f2
};
function logic [255:0] sha256_op(input logic [31:0] a, b, c, d, e, f, g, h, w,
                                 input logic [7:0] t);
    logic [31:0] S1, S0, ch, maj, t1, t2;  
begin
    S1 = rightrotate(e, 6) ^ rightrotate(e, 11) ^ rightrotate(e, 25);
    ch = (e & f) ^ ((~e) & g);
    t1 = h + S1 + ch + sha256_k[t] + w;
    S0 = rightrotate(a, 2) ^ rightrotate(a, 13) ^ rightrotate(a, 22);
    maj = (a & b) ^ (a & c) ^ (b & c);
    t2 = S0 + maj;
    sha256_op = {t1 + t2, a, b, c, d + t1, e, f, g};
end
endfunction
parameter byte S[0:63] = '{
    8'd7, 8'd12, 8'd17, 8'd22, 8'd7, 8'd12, 8'd17, 8'd22, 8'd7, 8'd12, 8'd17, 8'd22, 8'd7, 8'd12, 8'd17, 8'd22,
    8'd5, 8'd9,  8'd14, 8'd20, 8'd5, 8'd9,  8'd14, 8'd20, 8'd5, 8'd9,  8'd14, 8'd20, 8'd5, 8'd9,  8'd14, 8'd20,
    8'd4, 8'd11, 8'd16, 8'd23, 8'd4, 8'd11, 8'd16, 8'd23, 8'd4, 8'd11, 8'd16, 8'd23, 8'd4, 8'd11, 8'd16, 8'd23,
    8'd6, 8'd10, 8'd15, 8'd21, 8'd6, 8'd10, 8'd15, 8'd21, 8'd6, 8'd10, 8'd15, 8'd21, 8'd6, 8'd10, 8'd15, 8'd21
};
parameter int md5_k[0:63] = '{
    32'hd76aa478, 32'he8c7b756, 32'h242070db, 32'hc1bdceee,
    32'hf57c0faf, 32'h4787c62a, 32'ha8304613, 32'hfd469501,
    32'h698098d8, 32'h8b44f7af, 32'hffff5bb1, 32'h895cd7be,
    32'h6b901122, 32'hfd987193, 32'ha679438e, 32'h49b40821,
    32'hf61e2562, 32'hc040b340, 32'h265e5a51, 32'he9b6c7aa,
    32'hd62f105d, 32'h02441453, 32'hd8a1e681, 32'he7d3fbc8,
    32'h21e1cde6, 32'hc33707d6, 32'hf4d50d87, 32'h455a14ed,
    32'ha9e3e905, 32'hfcefa3f8, 32'h676f02d9, 32'h8d2a4c8a,
    32'hfffa3942, 32'h8771f681, 32'h6d9d6122, 32'hfde5380c,
    32'ha4beea44, 32'h4bdecfa9, 32'hf6bb4b60, 32'hbebfbc70,
    32'h289b7ec6, 32'heaa127fa, 32'hd4ef3085, 32'h04881d05,
    32'hd9d4d039, 32'he6db99e5, 32'h1fa27cf8, 32'hc4ac5665,
    32'hf4292244, 32'h432aff97, 32'hab9423a7, 32'hfc93a039,
    32'h655b59c3, 32'h8f0ccc92, 32'hffeff47d, 32'h85845dd1,
    32'h6fa87e4f, 32'hfe2ce6e0, 32'ha3014314, 32'h4e0811a1,
    32'hf7537e82, 32'hbd3af235, 32'h2ad7d2bb, 32'heb86d391
};
function logic[3:0] md5_g(input logic [7:0] t);
begin
   if (t <= 15)
       md5_g = t;
   else if (t <= 31)
       md5_g = (5*t + 1) % 16;
   else if (t <= 47)
       md5_g = (3*t + 5) % 16;
   else
       md5_g = (7*t) % 16;
end
endfunction
function logic[31:0] md5_f(input logic [7:0] t);
begin
    if (t <= 15)
        md5_f = (b & c) | ((~b) & d);
    else if (t <= 31)
        md5_f = (d & b) | ((~d) & c);
    else if (t <= 47)
        md5_f = b ^ c ^ d;
    else
        md5_f = c ^ (b | (~d));
end
endfunction
function logic[127:0] md5_op(input logic [31:0] a, b, c, d, w,
                             input logic [7:0] t);
    logic [31:0] t1, t2;  
begin
    t1 = a + md5_f(t) + md5_k[t] + w;
    t2 = b + ((t1 << S[t])|(t1 >> (32-S[t])));
    md5_op = {d, t2, b, c};
end
endfunction
 function logic [159:0] hash_op(input logic [31:0] a, b, c, d, e, w, input logic [31:0] t);
	if(t<=19)begin
		k = 32'h5A827999;
		fsha1 = (b & c) | ( (~b) & d);
	end else 	
	if(t <=39)begin
		k = 32'h6ED9EBA1;
		fsha1 = b ^ c ^ d;
	end else
	if(t<=59)begin
		k = 32'h8F1BBCDC;
		fsha1 = (b & c) | (b & d) | (c & d);
	end else 
	begin
		k = 32'hCA62C1D6;	
		fsha1 = b ^ c ^ d;
	end
	temp = {a[26:0],a[31:27]} + fsha1 + e + k + w;
	e = d;
	d = c;
	c = {b[1:0],b[31:2]};
	b = a;
	a = temp;
	hash_op = {a, b, c, d, e};
endfunction
function logic [31:0] changeEndian(input logic [31:0] value);
	changeEndian = {value[7:0], value[15:8], value[23:16], value[31:24]};
endfunction
function logic [31:0] magic(input logic [31:0] value);
begin
	if(size%4 == 1)begin
		magic = ((value & 32'hFF000000) | 32'h00800000);
	end
	if(size%4 == 2) begin
		magic = ((value & 32'hFFFF0000) | 32'h00008000);
	end
	if(size%4 == 3) begin
		magic = ((value & 32'hFFFFFF00) | 32'h00000080);
	end
end
endfunction  
function logic [31:0] determine_num_blocks(input logic [31:0] size);
	determine_num_blocks = ((((size)+8)/64)+1);
endfunction
  always_ff @(posedge clk, negedge reset_n)
  begin
    if (!reset_n) begin
      state <= SETUP;
    end else
      casex (state)
			SETUP: begin
			w[0]<=0;  
			w[1]<=0;
			w[2]<=0;
			w[3]<=0; 
			w[4]<=0; 
			w[5]<=0;
			w[6]<=0;
			w[7]<=0;
			w[8]<=0;
			w[9]<=0;
			w[10]<=0;
			w[11]<=0;
			w[12]<=0;
			w[13]<=0;
			w[14]<=0;
			w[15]<=0;
			if(opcode == 2'b01 || opcode == 2'b00) begin  
				h0 <= 32'h67452301;
				h1 <= 32'hEFCDAB89;
				h2 <= 32'h98BADCFE;
				h3 <= 32'h10325476;
				h4 <= 32'hC3D2E1F0;
			end
			if(opcode == 2'b10) begin
				h0 <= 32'h6a09e667;
				h1 <= 32'hbb67ae85;
				h2 <= 32'h3c6ef372;
				h3 <= 32'ha54ff53a;
				h4 <= 32'h510e527f;
				h5 <= 32'h9b05688c;
				h6 <= 32'h1f83d9ab;
				h7 <= 32'h5be0cd19;
			end
			state <= IDLE;
			done <= 0;
		end	
      IDLE:  
          if(start) begin  
				current_block<=determine_num_blocks(size);
				registers <= size/4 + size[0];
				if(size >= 64) begin  
					limit <= 16;
				end
				if (size < 64) begin  
					limit <= size/4 + size[0];
				end					
            counter <= 0;
            state <= READ;	
				mem_addr <= message_addr - 1;  
          end
		READ: begin
			mem_addr <= mem_addr + 1;
			w[counter-2] <= changeEndian(mem_read_data);  
			counter <= counter + 1;
			state <= READ;
			if (counter>limit)begin
				counter <= 0;
				registers <= registers - limit;
				state <= PAD;
			end
		end
		PAD: begin
			if(current_block == 1)begin
				w[15] <= (size << 3);  
				if(size % 4 == 0)begin
					w[0] <= 32'h80000000;  
				end
				if(limit < 16) begin
					if(size % 4 > 0)begin  
						w[limit-1] <= magic(w[limit-1]);
					end
					if(size % 4 == 0)begin  
						w[limit] <= 32'h80000000;
					end
				end
			end
			if(current_block == 2 && size % 4 > 0 && registers < 1)begin  
					w[limit-1] <= magic(w[limit-1]);
			end
			if(registers<16)begin  
				limit <= registers;
			end
			else begin
				limit <= 16;
			end
			a <= h0;  
			b <= h1;
			c <= h2;
			d <= h3;
			e <= h4;		
			f <= h5;
			g <= h6;
			h <= h7;
			state <= HASH;
		end
		HASH: begin
			if(opcode == 2'b00)begin  
				if(counter < 64)begin
					if(counter < 16)begin
						{a, b, c, d} <= md5_op(a, b, c, d, w[counter], counter);					
					end	
				end
				if(counter > 15)begin
					{a, b, c, d} <= md5_op(a, b, c, d, w[md5_g(counter)], counter);
				end				
				counter <= counter + 1;
				if(counter==64)begin
					h0 <= h0 + a;
					h1 <= h1 + b;
					h2 <= h2 + c;
					h3 <= h3 + d;
					state <= POST_HASH;	
				end
			end				
			if(opcode == 2'b01)begin  
				if(counter < 80)begin	
					if(counter < 16)begin
						{a,b,c,d,e} <= hash_op(a, b, c, d, e, w[counter], counter);
						counter <= counter + 1;
					end	
					if( counter >= 16)begin
						{a,b,c,d,e} <= hash_op(a, b, c, d, e, ((w[counter-a1]^w[counter-b1]^w[counter-c1]^w[counter-d1])<<1 | 
						(w[counter-a1]^w[counter-b1]^w[counter-c1]^w[counter-d1])>>31), counter);
						w[counter-e1]<= ((w[counter-a1]^w[counter-b1]^w[counter-c1]^w[counter-d1])<<1 | 
						(w[counter-a1]^w[counter-b1]^w[counter-c1]^w[counter-d1])>>31);
						counter <= counter + 1;	
						if((((counter+1)-3)%16)==0)begin
							a1 <= a1 + 16;
						end
						if((((counter+1)-8)%16)==0)begin
							b1 <= b1 + 16;
						end	
						if((((counter+1)-14)%16)==0)begin
							c1 <= c1 + 16;
						end			
						if(((counter+1)%16)==0)begin
							d1 <= d1 + 16;
							e1 <= e1 + 16;					
						end						
					end	 
				end
				if (counter == 80)begin
					h0 <= h0 + a;
					h1 <= h1 + b;
					h2 <= h2 + c;
					h3 <= h3 + d;
					h4 <= h4 + e;
					a1 <= 3;
					b1 <= 8;
					c1 <= 14;
					d1 <= 16;
					e1 <= 16;
					state <= POST_HASH;	
				end
			end
			if(opcode == 2'b10) begin  
				if(counter < 64)begin
					if(counter < 16)begin		
						{a, b, c, d, e, f, g, h} <= sha256_op(a, b, c, d, e, f, g, h, w[counter], counter);
					end
					if(counter> 14 )begin
						w[15] <= w[0] + (rightrotate(w[1],   7) ^ rightrotate(w[1],  18) ^ (w[1]  >>  3)) +
						w[9] + (rightrotate(w[14], 17) ^ rightrotate(w[14], 19) ^ (w[14] >> 10));
						for (int i=0; i<15; i++) 
							w[i] <= w[i+1];	
					end
					if(counter > 15)begin
						{a, b, c, d, e, f, g, h} <= sha256_op(a, b, c, d, e, f, g, h, w[15], counter);
					end
					counter <= counter + 1;
				end
				if (counter == 64)begin
					h0 <= h0 + a;
					h1 <= h1 + b;
					h2 <= h2 + c;
					h3 <= h3 + d;
					h4 <= h4 + e;
					h5 <= h5 + f;
					h6 <= h6 + g;
					h7 <= h7 + h;
					state <= POST_HASH;
				end
			end	
		end		
		POST_HASH:begin
				w[0] <= 0;  
				w[1] <= 0;
				w[2] <= 0;
				w[3] <= 0; 
				w[4] <= 0; 
				w[5] <= 0;
				w[6] <= 0;
				w[7] <= 0;
				w[8] <= 0;
				w[9] <= 0;
				w[10] <= 0;
				w[11] <= 0;
				w[12] <= 0;
				w[13] <= 0;
				w[14] <= 0;
				w[15] <= 0;
				counter <= 0;
				current_block <= current_block - 1;  
				if(limit > 0)begin
					state <= READ;
					mem_addr <= mem_addr - 2;
				end
				if(limit < 1 )begin
					state <= PAD;
				end
				if(current_block == 1)begin
					state <= OUTPUT;
				end
		end	
		OUTPUT:begin	
		    mem_we <= 1;
		    mem_addr <= output_addr;  
			 if(counter == 0)begin
				mem_write_data <= h0;
			 end
			 if(counter == 1)begin
				mem_write_data <= h1;
			 end	
			 if(counter == 2)begin
				mem_write_data <= h2;
			 end	
			 if(counter == 3)begin
			 mem_write_data<=h3;
				if (opcode == 2'b00) begin
					state <= DONE;
				end
			 end	
			 if(counter==4)begin
				mem_write_data <= h4;
			 	if (opcode == 2'b01)begin
					state <= DONE;
				end
			 end
			 if(counter == 5)begin
				mem_write_data <= h5;
			 end		
			 if(counter == 6)begin
				mem_write_data <= h6;
			 end				
			 if(counter == 7)begin
				mem_write_data <= h7;
				if (opcode == 2'b10)begin
					state <= DONE;
				end
			 end				 
          mem_addr <= output_addr + counter;
			 counter <= counter + 1;
		end	 
      DONE: begin
         done <= 1;
         state <= SETUP;
		end	
      endcase
end		
  endmodule
==> run.sh <==
#!/bin/bash
# OpenROAD 26Q1-2900-gdf79404cd8, Yosys 0.63+post, stock flow scripts
make -C /OpenROAD-flow-scripts/flow DESIGN_CONFIG=/design/flow/config.mk WORK_HOME=/design/flow/orfs finish
==> flow_summary.toml <==
# implementation run metrics
[routing]
wl_per_cell_um = 33.2
routed_wl_um = 609000
drtPass1Iterations = 10
via_per_inst = 6.73
routed-via-count = 123507
drt-initial-drc-count = 12480
drc = 0
drtAntennaViolNets = 0

[clock_tree]
ctsHoldBuffers = 0
clk_pin_slew_ns = 0.06
clkLatencyLatePin_ns = 1.02
cts_resized = 0
postCtsSetupRepairBufs = 0
cts_tree = "built"

[setup_path]
critPathLaunchType = "clock port"
slowest_delay_ns = 0.40
path_cells = "clkbuf_16, clkbuf_16, clkdlybuf4s50_1"
critPathSlowestCell = "clkdlybuf4s50_1"
path_delay_family = "buffers and inverters"
crit_required_ns = 48.56
crit_top_cell = "clkbuf_16"
arrival_ns = 31.00
worstSetupPathType = "clock port to primary output"
cp-end-kind = "primary output"
crit_fanout = 3
worst-path-buf-inv = 3

[place]
gp_congestion = 1.13
placed_cell_area_mm2 = 0.139
numPlacedInstances = 18058
portBuffers = 150
hpwl_um = 460000
preCtsSetupSlack_ns = 17.84

[yosys]
edf_count = 1201
yosys_warnings = 0
yosysUniqueCellTypes = 96
ys_cells = 14827
synth.area.top_cells = "edfxtp_1 (27%), ha_1 (7.8%), mux4_2 (7.8%)"
netlist.area_leader.share_pct = 27.3
yosys-stat-area_mm2 = 0.132
synth_area_mm2 = 0.132
synthArstFlopShare_pct = 0.662
flop_cell = "edfxtp_1"
synthCells = 14827
synth_top_cell_by_area = "edfxtp_1"
ys_seq_share_pct = 27.5
synth_area_per_cell_um2 = 8.90
ys_ff = 1209

[global_routing]
grt_first_pass_wirelength_um = 855000
grt_antenna_before_repair = 36
grt_max_degree = 148
first_global_vias = 117618
track_usage_pct = 48.4
grt_overflow = 0

[die]
ios = 184
coreArea_mm2 = 0.263
die_height_um = 516
chipArea_mm2 = 0.266
initial_utilization_pct = 50.3
dieWidth_um = 516
rows = 188

[power]
ir_drop_mv = 0.0776
p_per_area_mw_per_mm2 = 48.7
p_leak_uw = 0.0549

[layout]
largest_reg_flops = 512
top_register = "w"
area_growth_syn_to_layout_pct = 9.17
num-fill-cells = 22661
layout.cells.non_filler = 18355
drive_gt1_share_pct = 10.9
finalInstanceArea_mm2 = 0.144

[hold_path]
hold_class = "flip-flop to flip-flop"

[outcome]
status = "finished, final reports clean"

[sta]
hold_ws_ns = 0.403
fin_ws_ns = 17.56
hold_violations = 0
setup_viol = 0
fin_skew_ns = 0.0845
tns_ns = 0
rsz0062_at_grt = "no"
slew_violations = 0
tightest_slew_ns = 1.25
slew_headroom_pct = 15.8

[job]
maxCapViolCount = 0
warnings = 144
-- path summary, 6_finish.rpt --
check | startpoint | end | slack, ns | cells after the start
min in group asynchronous | reset_n | state[2]$_DFF_PN0_ | 11.17 | 2
min | state[4]$_DFF_PN0_ | state[0]$_DFF_PN1_ | 0.40 | 0
min reg2reg | state[4]$_DFF_PN0_ | state[0]$_DFF_PN1_ | 0.40 | 0
max in group asynchronous | reset_n | state[1]$_DFF_PN0_ | 49.13 | 2
max reg2reg | registers[31]$_SDFFCE_PN0P_ | b[30]$_DFFE_PP_ | 43.43 | 50
max | clk | mem_clk | 17.56 | 3
-- power by group --
part	switching, µW	total (µW)	internal, µW
clock	403	952	550
combinational	3230	5150	1920
sequential	6.48	917	911
-- worst register-to-register path: cells and delay by family, from the launching register on --
family / cells / cell delay [ns]
xor+xnor: 1 / 0.24
compound gates: 25 / 6.27
mux: 2 / 1.21
flops: 1 / 0.40
buf+inv: 6 / 2.90
fa+ha+maj: 5 / 2.40
simple gates: 11 / 3.49
-- kinds of logic after synthesis --
logic type / synth area share, %
AOI/OAI and AO/OA: 18.8
and+or+nand+nor: 15.6
adders and majority gates: 14.2
muxes: 10.9
buffers and inverters: 5.34
DFF: 27.5
xor gates and xnor gates: 7.65
other: 0.00569
-- per-stage QoR --
stage	util [%]	power (µW)
5_1_grt	54.9	7450
3_5_place_dp	53.0	5910
4_1_cts	54.9	6870
2_1_floorplan	-	4410
6_report	54.9	7020
3_3_place_gp	53.0	5880
-- layout make-up --
class                      count  area (µm²)  share of cell area [%]
timing repair buffer         730        6010                    4.17
sequential                  1209       36300                    25.2
clock buffer                 193        4130                    2.87
multi-input combinational  11804       89400                    62.0
clock inverter                84         897                   0.622
inverter                     799        3010                    2.09
antenna                       21        52.6                  0.0365
tap                         3515        4400                    3.05
-- routing by layer --
layer  GRT usage (%)  wire length [µm]
met2            63.9            247000
met1            60.0            209000
met5            3.89              1190
met4            35.0             58800
met3            27.1             93900
-- layout by cell type (no fill, tap or decap), drive strengths merged, types with 201 or more instances in the layout --
master	Yosys	routed
nand2	1694	1694
inv	792	800
a21o	202	202
xor2	349	349
buf	221	582
a21oi	1012	1012
edfxtp	1201	1201
nand3	818	818
a211oi	221	221
nor2	959	959
fa	417	417
mux4	457	457
nor3	248	248
ha	826	826
mux2i	265	265
xnor2	800	800
o21ai	1276	1276
a31oi	201	201
-- cell usage after synthesis, types with 20 or more instances --
cell / count
a41oi_1: 20
buf_1: 129
o21a_1: 111
clkbuf_1: 820
a21oi_1: 1012
and3_1: 159
o311ai_0: 73
or3_1: 112
nand2_1: 1694
nor3_1: 248
a311oi_1: 119
o31ai_1: 49
nor2_1: 959
nand4_1: 49
o211ai_1: 182
nor4_1: 58
ha_1: 826
xnor2_1: 798
o21ai_0: 1260
nand3_1: 818
nor2b_1: 136
a31oi_1: 201
a211oi_1: 221
xor2_1: 349
edfxtp_1: 1201
nand2b_1: 143
a222oi_1: 42
a31o_2: 21
mux4_2: 457
or2_2: 36
o2111ai_1: 22
mux2_2: 131
a21boi_0: 39
fa_1: 417
o221a_2: 29
and2_1: 50
a21o_1: 202
o221ai_1: 29
mux2i_1: 265
inv_1: 789
o21bai_1: 74
a22oi_1: 21
o22ai_1: 33
buf_2: 82
Power is estimated from default activity; no workload was simulated.
